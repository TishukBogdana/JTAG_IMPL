==> /design/flow/design.v <==
`timescale 1ns / 1ps
module dut #(
    parameter DEPTH = 4,
    parameter WIDTH = 2,
    parameter AWIDTH = $clog2(DEPTH)
)(  
    input logic                wr,
    input logic [WIDTH   -1:0] din,
    output logic [WIDTH   -1:0] dout,
    input logic [AWIDTH -1: 0] addr
    );
    logic [WIDTH -1:0] ram_cell_ff [DEPTH -1:0];
    always_ff @(posedge wr)
        ram_cell_ff[addr] <= din;
    assign dout = ram_cell_ff[addr];
endmodule
`timescale 1ns / 1ps
module tap(
    input  logic rst_n,  
    input  logic clk,  
    (* mark_debug = "true" *) input  logic tck,
    (* mark_debug = "true" *) input  logic tdi,
    (* mark_debug = "true" *) input  logic tms,
    (* mark_debug = "true" *) output logic tdo,
    input  logic [1:0] ext_addr,
    input  logic [1:0] ext_din,
    input  logic       ext_wr,
    output logic [1:0] ext_dout
    );
  localparam DEPTH  = 4;
  localparam WIDTH  = 2;
  localparam AWIDTH = $clog2(DEPTH);
  localparam INST_BYPASS  = 5'b11111;
  localparam INST_IDCODE  = 5'b00001;
  localparam INST_SAMPLE  = 5'b00010;
  localparam INST_PRELOAD = 5'b00011;
  localparam INST_INTEST  = 5'b00100;
  localparam INST_EXTEST  = 5'b00101;
  localparam BSR_WIDTH    = WIDTH * 2 + AWIDTH + 1;
  localparam IDCODE       = 32'hdeadbeef;
  localparam ST_RST      = 0;
  localparam ST_RUN_IDLE = 1;
  localparam ST_IR_SEL   = 2;
  localparam ST_CAPIR    = 3;
  localparam ST_SHIR     = 4;
  localparam ST_EX1_IR   = 5;
  localparam ST_EX2_IR   = 6;
  localparam ST_PAUSE_IR = 7;
  localparam ST_UPDIR    = 8;
  localparam ST_DR_SEL   = 9;
  localparam ST_CAPDR    = 10;
  localparam ST_SHDR     = 11;
  localparam ST_EX1_DR   = 12;
  localparam ST_EX2_DR   = 13;
  localparam ST_PAUSE_DR = 14;
  localparam ST_UPDDR    = 15;
  localparam NUMSTATES   = 16;
  localparam DESIGN_INST = 5'b1;
(* mark_debug = "true" *) logic              ram_wr;
(* mark_debug = "true" *) logic              ram_wr_gated;
(* mark_debug = "true" *) logic [WIDTH -1:0] ram_din;
(* mark_debug = "true" *) logic [WIDTH -1:0] ram_dout;
(* mark_debug = "true" *) logic [AWIDTH-1:0] ram_addr;
(* mark_debug = "true" *) logic [31:0] idcode_ff;
(* mark_debug = "true" *) logic [31:0] idcode_next;
(* mark_debug = "true" *) logic        idcode_en;
(* mark_debug = "true" *) logic [4 :0] instr_slr_next;
(* mark_debug = "true" *) logic [4 :0] instr_slr_ff;
(* mark_debug = "true" *) logic [4 :0] instr_upd_ff;
(* mark_debug = "true" *) logic                   tdo_next;
(* mark_debug = "true" *) logic                   tdo_ff;
(* mark_debug = "true" *) logic                   tdo_pos_ff;
(* mark_debug = "true" *) logic                   bypass_sel;
(* mark_debug = "true" *) logic                   bypass_next;
(* mark_debug = "true" *) logic                   bypass_ff;
(* mark_debug = "true" *) logic                   bsr_sel;
(* mark_debug = "true" *) logic                   bsr_wr_ff;
(* mark_debug = "true" *) logic                   bsr_addr0_ff;
(* mark_debug = "true" *) logic                   bsr_addr1_ff;
(* mark_debug = "true" *) logic                   bsr_din0_ff;
(* mark_debug = "true" *) logic                   bsr_din1_ff;
(* mark_debug = "true" *) logic                   bsr_dout0_ff;
(* mark_debug = "true" *) logic                   bsr_dout1_ff;
(* mark_debug = "true" *) logic                   bsr_upd_en;
(* mark_debug = "true" *) logic [BSR_WIDTH  -1:0] bsr_upd_ff;
(* mark_debug = "true" *) logic [BSR_WIDTH  -1:0] sample_sig;
(* mark_debug = "true" *) logic [BSR_WIDTH  -1:0] prld_sig;
(* mark_debug = "true" *) logic [NUMSTATES  -1:0] tap_state_ff;
(* mark_debug = "true" *) logic [NUMSTATES  -1:0] tap_state_next;
(* mark_debug = "true" *) logic [5:0]             tms_one_ctr_ff;
(* mark_debug = "true" *) logic                   sh_ir;
(* mark_debug = "true" *) logic                   capture_ir;
(* mark_debug = "true" *) logic                   update_ir;
(* mark_debug = "true" *) logic                   capture_dr;
(* mark_debug = "true" *) logic                   update_dr;
(* mark_debug = "true" *) logic                   sh_dr;
(* mark_debug = "true" *) logic                   nrml_tmode_ff;
always_ff @(posedge tck )
        tms_one_ctr_ff <= ( tms & ~tap_state_ff[ST_RST] ) ? ( tms_one_ctr_ff[5] ? tms_one_ctr_ff : tms_one_ctr_ff << 1)  : 6'b1 ;
assign tap_state_next[ST_RST] = tms_one_ctr_ff[5]
                              | ( tap_state_ff[ST_RST] & tms );
assign tap_state_next[ST_RUN_IDLE] = ( tap_state_ff[ST_RUN_IDLE] & ~tms )
                                   | ( tap_state_ff[ST_RST]      & ~tms )
                                   | ( tap_state_ff[ST_UPDIR]    & ~tms )
                                   | ( tap_state_ff[ST_UPDDR]    & ~tms );
assign tap_state_next[ST_IR_SEL] = ( tap_state_ff[ST_DR_SEL] & tms )
                                 | ( tap_state_ff[ST_IR_SEL] & tms & ~tms_one_ctr_ff[5] );  
assign tap_state_next[ST_CAPIR] = ( tap_state_ff[ST_IR_SEL] & ~tms );
assign tap_state_next[ST_SHIR]  = (  tap_state_ff[ST_CAPIR]  & ~tms )
                                | (  tap_state_ff[ST_SHIR]   & ~tms )
                                | (  tap_state_ff[ST_EX2_IR] & ~tms );
assign tap_state_next[ST_EX1_IR] = (  tap_state_ff[ST_CAPIR]  & tms )
                                 | (  tap_state_ff[ST_SHIR]   & tms );
assign tap_state_next[ST_PAUSE_IR] = ( tap_state_ff[ST_EX1_IR]    & ~tms )
                                   | ( tap_state_ff[ST_PAUSE_IR]  & ~tms );
assign tap_state_next[ST_EX2_IR]  =  ( tap_state_ff[ST_PAUSE_IR]  & tms );
assign tap_state_next[ST_UPDIR]   =  (  tap_state_ff[ST_EX2_IR] & tms )
                                  |  (  tap_state_ff[ST_EX1_IR] & tms ) ;
assign tap_state_next[ST_DR_SEL] = ( tap_state_ff[ST_RUN_IDLE] & tms )
                                 | ( tap_state_ff[ST_UPDIR]    & tms );
assign tap_state_next[ST_CAPDR]  =  ( tap_state_ff[ST_DR_SEL] & ~tms );
assign tap_state_next[ST_SHDR]  = (  tap_state_ff[ST_CAPDR]  & ~tms )
                                | (  tap_state_ff[ST_SHDR]   & ~tms )
                                | (  tap_state_ff[ST_EX2_DR] & ~tms );
assign tap_state_next[ST_EX1_DR] = (  tap_state_ff[ST_CAPDR]  & tms )
                                 | (  tap_state_ff[ST_SHDR]   & tms );
assign tap_state_next[ST_PAUSE_DR] = ( tap_state_ff[ST_EX1_DR]    & ~tms )
                                   | ( tap_state_ff[ST_PAUSE_DR]  & ~tms );
assign tap_state_next[ST_EX2_DR]  =  ( tap_state_ff[ST_PAUSE_DR]  & tms );
assign tap_state_next[ST_UPDDR]   =  (  tap_state_ff[ST_EX2_DR] & tms )
                                  |  (  tap_state_ff[ST_EX1_DR] & tms ) ;
always_ff @(posedge tck )
        tap_state_ff <= tap_state_next;
assign update_ir   = tap_state_ff[ST_UPDIR];
assign update_dr   = tap_state_ff[ST_UPDDR];
assign sh_ir       = tap_state_ff[ST_SHIR];
assign sh_dr       = tap_state_ff[ST_SHDR];
assign capture_ir  = tap_state_ff[ST_CAPIR];
assign capture_dr  = tap_state_ff[ST_CAPDR];
always_ff @(posedge tck )
        nrml_tmode_ff <= tap_state_next[ST_RST] ? 1'b0 :  1'b1;
assign instr_slr_next = capture_ir ? DESIGN_INST
                                   : sh_ir ? {tdi, instr_slr_ff[4:1] }
                                           : instr_slr_ff;
always_ff @(posedge tck )
        instr_slr_ff <= instr_slr_next;
assign bypass_sel = &(instr_upd_ff);
assign bypass_next  = ( capture_dr | tap_state_ff[ST_RST] ) ? 0 : ( sh_dr ? tdi : bypass_ff );
assign bsr_sel = ( instr_upd_ff == INST_INTEST )
               | ( instr_upd_ff == INST_EXTEST )
               | ( instr_upd_ff == INST_SAMPLE )
               | ( instr_upd_ff == INST_PRELOAD );
always_ff @(posedge tck )
    begin
        bsr_wr_ff    <= capture_dr ? ram_wr : sh_dr? tdi : bsr_wr_ff;
        bsr_addr1_ff <= capture_dr ? ram_addr[1] : sh_dr? bsr_wr_ff : bsr_addr1_ff;
        bsr_addr0_ff <= capture_dr ? ram_addr[0] : sh_dr? bsr_addr1_ff : bsr_addr0_ff;
        bsr_din1_ff  <= capture_dr ? ram_din[1] : sh_dr? bsr_addr0_ff : bsr_din1_ff;
        bsr_din0_ff  <= capture_dr ? ram_din[0] : sh_dr? bsr_din1_ff : bsr_din0_ff;
        bsr_dout1_ff <= capture_dr ? ram_dout[1] : sh_dr? bsr_din0_ff : bsr_dout1_ff;
        bsr_dout0_ff <= capture_dr ? ram_dout[0] : sh_dr? bsr_dout1_ff : bsr_dout0_ff;
        bypass_ff  <= bypass_sel ? bypass_next : bypass_ff;
    end
always_ff @(negedge tck )
     begin
        bsr_upd_ff <= (update_dr & bsr_sel) ? {bsr_wr_ff, bsr_addr1_ff, bsr_addr0_ff, bsr_din1_ff, bsr_din0_ff, bsr_dout1_ff, bsr_dout0_ff } : bsr_upd_ff ;
        instr_upd_ff <= tap_state_ff[ST_RST] ? INST_IDCODE
                                             : (update_ir ? instr_slr_ff : instr_upd_ff );
    end
assign tdo_next = sh_ir ? instr_slr_ff[0] : ( (instr_upd_ff == INST_BYPASS) ? bypass_ff
                                                                            : bsr_sel ? bsr_dout0_ff
                                                                            : ( instr_upd_ff == INST_IDCODE) ? idcode_ff[0]
                                                                                                             : 0) ;
always_ff @(negedge tck)
     if (sh_dr | sh_ir)
        tdo_ff <= tdo_next;
assign tdo = tdo_ff;
assign idcode_next = capture_dr ? IDCODE
                                : sh_dr ? {tdi, idcode_ff[31:1] } : idcode_ff;
assign idcode_en = ( instr_upd_ff == INST_IDCODE);
always_ff @(posedge tck)
  if ( idcode_en )
        idcode_ff <= idcode_next;
assign ram_din = (instr_upd_ff == INST_INTEST) ? bsr_upd_ff[3:2]
                                               : ext_din;
assign ram_addr = (instr_upd_ff == INST_INTEST ) ? bsr_upd_ff[5:4]
                                                 : ext_addr;
assign ram_wr = (( instr_upd_ff == INST_INTEST ) & nrml_tmode_ff)
               ? bsr_upd_ff[6]
               :  nrml_tmode_ff & ~(( instr_upd_ff == INST_SAMPLE )
                                    | ( instr_upd_ff == INST_PRELOAD )
                                    | ( instr_upd_ff == INST_BYPASS )) ? 1'b0
                                                                        : ext_wr;
assign ext_dout = (( instr_upd_ff == INST_EXTEST ) & nrml_tmode_ff) ? bsr_upd_ff[1:0]
                                                                    : ( nrml_tmode_ff & ~(( instr_upd_ff == INST_SAMPLE )
                                                                                       | ( instr_upd_ff == INST_PRELOAD )
                                                                                       | ( instr_upd_ff == INST_BYPASS )) )? 'bz : ram_dout;
always_ff @(posedge clk )
    tdo_pos_ff <= tdo_next;
dut dut_ram (
    .wr   (ram_wr),
    .din  (ram_din),
    .dout (ram_dout),
    .addr (ram_addr)
);
endmodule
==> /design/flow/run.sh <==
#!/bin/bash
# OpenROAD 26Q1-2900-gdf79404cd8, Yosys 0.63+post, stock flow scripts
make -C /OpenROAD-flow-scripts/flow DESIGN_CONFIG=/design/flow/config.mk WORK_HOME=/design/flow/orfs finish
==> /design/flow/config.mk <==
export PLATFORM = sky130hd
export DESIGN_NAME = tap
export DESIGN_NICKNAME = tap
export VERILOG_FILES = /design/flow/design.v
export SDC_FILE = /design/flow/constraint.sdc
export NUM_CORES = 4
export LEC_CHECK = 1
export CORE_UTILIZATION = 50
==> /design/flow/constraint.sdc <==
current_design tap

set clk_period 4.7
set clk_io_pct 0.2

create_clock -name clk0 -period $clk_period [get_ports {tck}]

set non_clock_inputs [all_inputs -no_clocks]
set_input_delay [expr $clk_period * $clk_io_pct] -clock clk0 $non_clock_inputs
set_output_delay [expr $clk_period * $clk_io_pct] -clock clk0 [all_outputs]
==> results.txt <==
flow finished, numbers: DRT iter0 DRCs 71, leading area contributor after synthesis edfxtp_1, CTS tree done, Bufs on Longest Clock Path 2, first-pass GRT wire length 9.14 mm, slowest stage cell, crit path or3_4, die height 85.8 µm, area reported by Yosys stat 3510 µm², WP data arrival 4050 ps, Die Area 7370 µm², Reg2Reg Setup Slack 510 ps, GRT Residual Overflow 0, Worst Skew 46.5 ps, Synth Flop Type edfxtp_1, reg2reg start instr_upd_ff[1]$_SDFFE_NP0P_, Warnings, synthesis 3, max incr delay on CP 410 ps, Static Leak 1.55 nW, CP Launch Type register, crit-path max FO 4, remaining routing DRC violations 0, Logic pwr share 22.5%, layout cells sized above 1 24.5%, Max-Cap Viols 0, syn avg cell area 12.9 µm², core area 6790 µm², crit-path cells or3_4, or2_1, buf_4, a31oi_1, buf_2, clock-pin slew on the worst setup and hold paths 80 ps, Vias 2068, HP Class reg2reg, # H-tree levels 3, WHS 459 ps, final core utilization 59.7%, final WL 5.60 mm, post-synthesis sequential area ratio 66.7%, DIE WIDTH 85.8 µm, Cell area leaders edfxtp_1 48%, dfxtp_1 19%, or2_2 4.6%, number of CTS-inserted buffers 9, final std cell area, no fill 4060 µm², top cell type's share of synthesized area 47.9%, Critical Setup Path Class reg2out, Psw 0.533 mW, Pwr Total 1.83 mW, register pins left without a clock 8, FILL cells 565, ys flops 89, synthesized instance count 272, hold_sp tms_one_ctr_ff[0]$_SDFFE_PN1N_, status finished with violations, crit path DRT 3760 ps, top cells by count 56 x edfxtp_1, 33 x dfxtp_1, 30 x nor2_1, average routed wire per standard cell 13.5 µm, RD Place Congestion 0.838, nature of the critical path endpoint output pin, row count 30, diode count 0, Detail Route Antenna Nets 0, sequential share of power 51.1%, number of unconstrained endpoints 16, RSZ-0062 raised after global routing yes, vias in the first global route 1837, worst-margin pin slew 510 ps, violated checks negative setup slack, Int Pwr 1.30 mW, largest net degree at the start of global routing 48, placed cell areas 3820 µm², clock root buffer clkbuf_8, setup ws final -288 ps, EDFF count, synth 56, GRT Total Usage 17.3%, Synth cell types 41, Port Buffers 10, non-filler instance count after layout 414, Clock Power Share 26.3%, fp_density 51.7%, TritonRoute pass-1 iters 4, Final Slew Violations 0, most frequent cell after synthesis edfxtp_1, maximum vdd drop 0.000246 V, Async SR Flop Fraction 0%, Worst slew margin 65.9%, Critical Path Start instr_upd_ff[3]$_SDFFE_NP0P_, via density per instance 5.00, placed cells 383, P per Cell Area 451 nW/µm², Sw Ratio 29.1%, HPWL after DPL 3.69 mm, final setup violation count 2, I/O pins 13, initial antenna violation count 0, Hold Vio Cnt, Final 0, Tool Warnings 42, synth-to-layout area growth 15.5%, synthesized area 3510 µm², worst skew pair latency 380 ps, ys cells 272
==> kinds of logic after synthesis <==
| kind of cell | Yosys count | synth area share, % |
|---|---|---|
| DFF | 89 | 66.7 |
| and+or+nand+nor | 108 | 17.1 |
| muxes | 16 | 5.98 |
| buffers and inverters | 20 | 2.67 |
| AOI/OAI and AO/OA | 38 | 7.34 |
| xor gates and xnor gates | 1 | 0.249 |
==> layer usage <==
metal | up-vias | part of all wire (%) | global-route usage [%]
li1 | 1056 | - | -
met2 | 35 | 43 | 22.0
met1 | 971 | 52 | 33.3
met4 | 0 | 0.86 | 2.12
met3 | 6 | 4.5 | 5.08
met5 | - | 0 | 0
==> registers in the layout (all words and copies together), names as in the netlist, 5 cells and up <==
| signal | count |
|---|---|
| instr_slr_ff | 5 |
| bsr_upd_ff | 7 |
| tap_state_ff | 16 |
| tms_one_ctr_ff | 6 |
| dut_ram.ram_cell_ff | 8 |
| idcode_ff | 32 |
| instr_upd_ff | 5 |
==> cell usage in the layout (no fill, tap or decap), types with 6 or more instances in the layout <==
master	n
a31oi_1	9
clkdlybuf4s50_1	8
clkbuf_8	9
buf_4	25
or2_2	26
nand2b_1	6
nor2b_1	17
dfxtp_1	33
mux2i_1	12
nand3_1	6
inv_1	15
edfxtp_1	56
o21ai_0	6
nor2_1	30
==> worst max-delay path: cells and delay by family (launching register included) <==
family | cells | cell delay [ps]
flops | 1 | 300
compound gates | 1 | 110
buf+inv | 2 | 240
simple gates | 2 | 670
==> layout make-up <==
cell class              count  area (µm²)  share of cell area (%)
inverters                   2        7.51                   0.185
clock buffers               9         124                    3.05
well taps                  96         120                    2.96
repair buffers             35         282                    6.94
flip-flops and latches     89        2340                    57.7
clock inverters            20        96.3                    2.37
multi-input cells         163        1090                    26.8
==> worst paths after layout <==
path                                                  endpoint  cells after the start
worst max register to register     idcode_ff[31]$_SDFFCE_PP1P_                      5
worst max-delay path                               ext_dout[0]                      5
worst min register to register  tms_one_ctr_ff[0]$_SDFFE_PN1N_                      1
worst min-delay path            tms_one_ctr_ff[0]$_SDFFE_PN1N_                      1
==> stage by stage <==
step	setup slack [ps]	setup TNS (ps)
6_report	-288	-565
5_1_grt	-368	-719
4_1_cts	-311	-622
3_5_place_dp	-157	-311
3_3_place_gp	-142	-281
2_1_floorplan	265	0
==> power by group through the flow <==
stage | Combinational [mW] | Clock, mW | Sequential [mW]
CTS | 0.413 | 0.497 | 0.938
global route | 0.459 | 0.543 | 0.950
finish | 0.413 | 0.482 | 0.936
==> repair_timing <==
action	CTS	global route
gates cloned	0	0
endpoints found under the setup margin	2	2
buffers inserted	2	1
endpoints found under the hold margin	0	0
gates resized	4	3
pin swaps	4	4
hold buffers	0	0
Power figures rest on the tool's default switching activity, not on a simulated workload.
